### design.v
module exe_mem (
    input                               clk          ,
    input                               rstn         ,
    input     [31:0]                    exe_pc       ,
    input     [10-1:0]    exe_dec_info ,
    input     [31:0]                    op_rs2       ,
    input                               exe_jal      , 
    input                               exe_jalr     , 
    input                               exe_bjp      , 
    input                               exe_alu      , 
    input                               exe_alui     , 
    input                               exe_lui      , 
    input                               exe_auipc    , 
    input                               exe_ls       ,
    input                               exe_load     ,
    input                               exe_csr      ,
    input                               exe_speci    ,
    input     [4:0]                     exe_rd_idx   ,
    input                               exe_rd_en    ,
    input     [31:0]                    exe_result   ,
    output    [31:0]                    mem_pc       ,
    output    [10-1:0]    mem_dec_info ,
    output    [31:0]                    mem_op_rs2   ,
    output                              mem_jal      ,
    output                              mem_jalr     ,
    output                              mem_bjp      ,
    output                              mem_alu      ,
    output                              mem_alui     ,
    output                              mem_lui      ,
    output                              mem_auipc    ,
    output                              mem_ls       ,
    output                              mem_load     ,
    output                              mem_csr      ,
    output                              mem_speci    ,
    output    [4:0]                     mem_rd_idx   ,
    output                              mem_rd_en    ,
    output    [31:0]                    mem_result   
);
    reg    [31:0]                    mem_pc       ;
    reg    [10-1:0]    mem_dec_info ;
    reg    [31:0]                    mem_op_rs2   ;
    reg                              mem_ls       ;
    reg                              mem_jal      ; 
    reg                              mem_jalr     ; 
    reg                              mem_bjp      ; 
    reg                              mem_alu      ; 
    reg                              mem_alui     ; 
    reg                              mem_lui      ; 
    reg                              mem_auipc    ; 
    reg                              mem_ls       ; 
    reg                              mem_load     ; 
    reg                              mem_csr      ;
    reg                              mem_speci    ;
    reg    [4:0]                     mem_rd_idx   ;
    reg                              mem_rd_en    ;
    reg    [31:0]                    mem_result   ;
    always @(posedge clk or negedge rstn) begin
     if (~rstn) begin
         mem_pc          <=  32'b0 ;
         mem_dec_info    <=  {10{1'b0}} ;
         mem_op_rs2      <=  32'b0 ;
         mem_jal         <=  1'b0  ; 
         mem_jalr        <=  1'b0  ; 
         mem_bjp         <=  1'b0  ; 
         mem_alu         <=  1'b0  ; 
         mem_alui        <=  1'b0  ; 
         mem_lui         <=  1'b0  ; 
         mem_auipc       <=  1'b0  ; 
         mem_ls          <=  1'b0  ;
         mem_load        <=  1'b0  ; 
         mem_csr         <=  1'b0  ;
         mem_speci       <=  1'b0  ;
         mem_rd_idx      <=  5'b0  ;
         mem_rd_en       <=  1'b0  ;
         mem_result      <=  32'b0 ;
     end
    else begin
         mem_pc          <=     exe_pc        ;
         mem_dec_info    <=     exe_dec_info  ;
         mem_op_rs2      <=     op_rs2        ;
         mem_jal         <=     exe_jal       ; 
         mem_jalr        <=     exe_jalr      ; 
         mem_bjp         <=     exe_bjp       ; 
         mem_alu         <=     exe_alu       ; 
         mem_alui        <=     exe_alui      ; 
         mem_lui         <=     exe_lui       ; 
         mem_auipc       <=     exe_auipc     ; 
         mem_ls          <=     exe_ls        ;
         mem_load        <=     exe_load      ; 
         mem_csr         <=     exe_csr       ;
         mem_speci       <=     exe_speci     ;
         mem_rd_idx      <=     exe_rd_idx    ;
         mem_rd_en       <=     exe_rd_en     ;
         mem_result      <=     exe_result    ;
    end
 end
endmodule
### run.sh
#!/bin/bash
# OpenROAD 26Q1-2900-gdf79404cd8, Yosys 0.63+post, stock flow scripts
make -C /OpenROAD-flow-scripts/flow DESIGN_CONFIG=/design/flow/config.mk WORK_HOME=/design/flow/orfs finish
### config.mk
export PLATFORM = sky130hd
export DESIGN_NAME = exe_mem
export DESIGN_NICKNAME = exe_mem
export VERILOG_FILES = /design/flow/design.v
export SDC_FILE = /design/flow/constraint.sdc
export NUM_CORES = 4
export LEC_CHECK = 1
export CORE_AREA = 10 10 162 162
export DIE_AREA = 0 0 172 172
### constraint.sdc
current_design exe_mem

set clk_period 1.0
set clk_io_pct 0.2

create_clock -name clk0 -period $clk_period [get_ports {clk}]

set non_clock_inputs [all_inputs -no_clocks]
set_input_delay [expr $clk_period * $clk_io_pct] -clock clk0 $non_clock_inputs
set_output_delay [expr $clk_period * $clk_io_pct] -clock clk0 [all_outputs]
==> impl_metrics.toml <==
# yosys + openroad results
[outcome]
status = "complete, but fails checks"
failed_checks = "negative hold slack, negative setup slack"

[setup_path]
critical_path_class = "reg2out"
crit_path_max_incr_delay_ns = 0.38
crit_fanout = 1
cp.arrival_ns = 0.90
start_kind = "flip-flop"
critPathTopFamily = "flip-flops"
cp_cell_sequence = "buf_2"
slowest_stage = "dfrtp_1"
endpoint_kind = "primary output"
required_ns = 0.80
path_buffers = 1

[detailed_routing]
wl_mm = 10.8
routedWlPerCell_um = 15.6
n_antenna_cell = 0
drc = 0
drt_first_pass_iters = 3
drtIter0Drc = 39
dr_total_vias = 2061
vias_per_cell = 2.98
ant_nets = 0

[clock_tree]
htree_levels = 4
cts_inserted_buffers = 17
cts_root_buffer = "clkbuf_16"
cts_tree = "done"
clock-sinks = 123
path_clk_slew_ns = 0.06
cts_buffer_depth = 2

[floorplan]
design.die.area_um2 = 29600
design.core.area_um2 = 22700
io_pins = 248
fp_util_pct = 13.6
die_w_um = 172
row_count = 55
die_h_um = 172

[global_route]
antenna_found_initial = 0
busiest_layer = "met2"
met2_usage_pct = 12.4
gr-usage-met1_pct = 7.70
grtUsageMet3_pct = 3.66
grt_pass1_wl_mm = 15.5
groute.usage.overall_pct = 7.11
grt_overflow = 0
grt_pass1_vias = 2367
grt_max_degree = 57

[final_timing]
hold_violations = 19
slew_headroom_pct = 79.7
layout_setup_ws_ns = -0.105
setup_viol_count_final = 123
worstMarginPinSlew_ns = 0.305
post-route-period-util_pct = 110
fin_crit_ns = 1.10
fmax_mhz = 905
maxSlewViolCount = 0
hold_ws_ns = -0.226
rsz0062_at_grt = "yes"

[final_layout]
layout-drive-gt1-share_pct = 39.4
stdcell_area_um2 = 5940
stdcell_count = 691
final_util_pct = 26.2
area_growth_pct = 93.0
nFillCells = 2328
flop_area_um2 = 3080
final_cell_mix = "clkdlybuf4s50_1, dfrtp_1, buf_2"
logic_gates = 0
combGateArea_um2 = 0

[yosys]
synth_area_um2 = 3080
synthDistinctLibCells = 1
top_area_share_pct = 100
ys_cells = 123
ys_ff = 123
synthCells = 123
top_area_cell = "dfrtp_1"
syn_area_per_cell_um2 = 25.0
ys_seq_share_pct = 100
synthTopCellsByArea = "dfrtp_1"
yosys_area_um2 = 3080
yosys_warnings = 1

[power_and_ir_drop]
leakage_uw = 0.00271
vdd_drop_max_uv = 920
power_density_nw_per_um2 = 1960
power_uw = 11700

[placed_design]
placedCellCount = 657
gp_congestion = 0.717
portBuffers = 247
dpl_cell_area_um2 = 5950
dp_hpwl_mm = 8.73

[worst_hold_path]
hp-class = "in2async"

[job]
warning_count = 29
maxCapViolCount = 0
==> routing by layer <==
metal	vias up	wire length, um
met5	-	0
met4	0	126
met3	7	1120
met2	118	5810
met1	1008	3710
li1	928	-
==> stage by stage <==
stage               TNS, ns  setup WS [ns]  hold slack, ns
floorplan                 0          0.488         -0.0956
finish                -8.40         -0.105          -0.226
detailed placement   -0.494         -0.119          0.0661
CTS                  -12.73         -0.144          -0.247
global route         -15.26         -0.164          -0.245
global placement     -0.495         -0.122          0.0605
==> final cells by class <==
class / count / share of cell area (%)
clock buffers: 19 / 7.63
clock inverters: 13 / 1.60
flip-flops and latches: 123 / 51.8
well taps: 285 / 6.00
repair buffers: 251 / 32.9
==> power breakdown <==
| part | switching (uW) | total (uW) | leakage, uW | internal (uW) |
|---|---|---|---|---|
| clock network | 2230 | 5530 | 0.000265 | 3300 |
| registers | 58.5 | 5290 | 0.00143 | 5230 |
| logic | 230 | 846 | 0.00102 | 616 |
==> Yosys cell counts <==
cell and count:
dfrtp_1 123
==> worst max-delay path by stage <==
stage,depth (start not counted),from,slack [ns],to
4_1_cts,1,mem_result[25]$_DFF_PN0_,-0.14,mem_result[25]
5_1_grt,1,mem_speci$_DFF_PN0_,-0.16,mem_speci
6_report,1,mem_pc[29]$_DFF_PN0_,-0.10,mem_pc[29]
==> logic make-up (layout without fill, tap and decap cells) <==
| kind of cell | Yosys count | count (layout) | share of synthesized area (%) |
|---|---|---|---|
| buf+inv | 0 | 283 | 0 |
| flops | 123 | 123 | 100 |
==> timing repair <==
item,CTS,global route
resized,396,0
setup endpoints to repair,123,123
buffers inserted,0,0
cloned,0,0
endpoints found under the hold margin,123,19
==> state kept, by name, indices dropped and copies added, names as in the netlist, 5 cells and up <==
| register | cells |
|---|---|
| mem_result | 32 |
| mem_rd_idx | 5 |
| mem_dec_info | 10 |
| mem_pc | 32 |
| mem_op_rs2 | 32 |
Power is estimated from default activity; no workload was simulated.
