==> flow/run.sh <==
#!/bin/bash
# OpenROAD 26Q1-2900-gdf79404cd8, Yosys 0.63+post, stock flow scripts
make -C /OpenROAD-flow-scripts/flow DESIGN_CONFIG=/design/flow/config.mk WORK_HOME=/design/flow/orfs finish
==> flow/config.mk <==
export PLATFORM = sky130hd
export DESIGN_NAME = id_exe
export DESIGN_NICKNAME = id_exe
export VERILOG_FILES = /design/flow/design.v
export SDC_FILE = /design/flow/constraint.sdc
export NUM_CORES = 4
export LEC_CHECK = 1
export CORE_AREA = 10 10 272 272
export DIE_AREA = 0 0 282 282
==> flow/constraint.sdc <==
current_design id_exe

set clk_period 1.0
set clk_io_pct 0.2

create_clock -name clk0 -period $clk_period [get_ports {clk}]

set non_clock_inputs [all_inputs -no_clocks]
set_input_delay [expr $clk_period * $clk_io_pct] -clock clk0 $non_clock_inputs
set_output_delay [expr $clk_period * $clk_io_pct] -clock clk0 [all_outputs]
==> flow/design.v <==
module id_exe (
    input            clk          ,
    input            rstn         ,
    input  [31:0]    id_pc            ,
    input  [31:0]    id_inst          ,
    input            rs1_en           ,
    input            rs2_en           ,
    input            rd_en            ,
    input  [4:0]     rs1_idx          ,
    input  [4:0]     rs2_idx          ,
    input  [4:0]     rd_idx           ,
    input  [11:0]    csr_addr         ,
    input            jal              , 
    input            jalr             , 
    input            bjp              , 
    input            alu              , 
    input            alui             , 
    input            lui              , 
    input            auipc            , 
    input            ls               ,
    input            load             , 
    input            csr              ,
    input            speci            ,
    input  [31:0]    rs1_data         ,
    input  [31:0]    rs2_data         ,
    input  [10-1:0] dec_info ,
    input  [32-1:0]     dec_imm  ,
    input            lu_flush         ,
    input            b_flush          ,
    output [31:0]    exe_pc           ,
    output [31:0]    exe_inst         ,
    output           exe_rs1_en       ,
    output           exe_rs2_en       ,
    output           exe_rd_en        ,
    output [4:0]     exe_rs1_idx      ,
    output [4:0]     exe_rs2_idx      ,
    output [4:0]     exe_rd_idx       ,
    output [11:0]    exe_csr_addr     ,
    output           exe_jal          , 
    output           exe_jalr         , 
    output           exe_bjp          , 
    output           exe_alu          , 
    output           exe_alui         , 
    output           exe_lui          , 
    output           exe_auipc        , 
    output           exe_ls           ,
    output           exe_load         ,  
    output           exe_csr          ,
    output           exe_speci        ,
    output [31:0]    exe_rs1_data     ,
    output [31:0]    exe_rs2_data     ,
    output [10-1:0] exe_dec_info ,
    output [32-1:0]     exe_imm      
);
    reg  [31:0]    exe_pc           ;
    reg  [31:0]    exe_inst         ;
    reg            exe_rs1_en       ;
    reg            exe_rs2_en       ;
    reg            exe_rd_en        ;
    reg  [4:0]     exe_rs1_idx      ;
    reg  [4:0]     exe_rs2_idx      ;
    reg  [4:0]     exe_rd_idx       ;
    reg  [11:0]    exe_csr_addr     ;
    reg            exe_jal          ; 
    reg            exe_jalr         ; 
    reg            exe_bjp          ; 
    reg            exe_alu          ; 
    reg            exe_alui         ; 
    reg            exe_lui          ; 
    reg            exe_auipc        ; 
    reg            exe_ls           ;
    reg            exe_load         ;  
    reg            exe_csr          ;
    reg            exe_speci        ;
    reg  [31:0]    exe_rs1_data     ;
    reg  [31:0]    exe_rs2_data     ;
    reg  [10-1:0] exe_dec_info ;
    reg  [32-1:0]     exe_imm      ;
 always @(posedge clk or negedge rstn) begin
     if (~rstn) begin
         exe_pc          <=  32'b0 ;
         exe_inst        <=  32'b0 ;
         exe_rs1_en      <=  1'b0  ;
         exe_rs2_en      <=  1'b0  ;
         exe_rd_en       <=  1'b0  ;
         exe_rs1_idx     <=  5'b0  ;
         exe_rs2_idx     <=  5'b0  ;
         exe_rd_idx      <=  5'b0  ;
         exe_csr_addr    <=  11'b0 ;
         exe_jal         <=  1'b0  ;
         exe_jalr        <=  1'b0  ;
         exe_bjp         <=  1'b0  ;
         exe_alu         <=  1'b0  ;
         exe_alui        <=  1'b0  ;
         exe_lui         <=  1'b0  ;
         exe_auipc       <=  1'b0  ;
         exe_ls          <=  1'b0  ;
         exe_load        <=  1'b0  ;
         exe_csr         <=  1'b0  ;
         exe_speci       <=  1'b0  ;
         exe_rs1_data    <=  32'b0 ;
         exe_rs2_data    <=  32'b0 ;
         exe_dec_info    <=  {10{1'b0}};
         exe_imm         <=  {32{1'b0}}    ;
     end
     else if (lu_flush|b_flush) begin
         exe_pc          <=  32'b0 ;
         exe_inst        <=  32'b0 ;
         exe_rs1_en      <=  1'b0  ;
         exe_rs2_en      <=  1'b0  ;
         exe_rd_en       <=  1'b0  ;
         exe_rs1_idx     <=  5'b0  ;
         exe_rs2_idx     <=  5'b0  ;
         exe_rd_idx      <=  5'b0  ;
         exe_csr_addr    <=  11'b0 ;
         exe_jal         <=  1'b0  ;
         exe_jalr        <=  1'b0  ;
         exe_bjp         <=  1'b0  ;
         exe_alu         <=  1'b0  ;
         exe_alui        <=  1'b0  ;
         exe_lui         <=  1'b0  ;
         exe_auipc       <=  1'b0  ;
         exe_ls          <=  1'b0  ;
         exe_load        <=  1'b0  ;
         exe_csr         <=  1'b0  ;
         exe_speci       <=  1'b0  ;
         exe_rs1_data    <=  32'b0 ;
         exe_rs2_data    <=  32'b0 ;
         exe_dec_info    <=  {10{1'b0}};
         exe_imm         <=  {32{1'b0}}    ;
       end
    else begin
         exe_pc          <=     id_pc    ;
         exe_inst        <=     id_inst  ;
         exe_rs1_en      <=     rs1_en   ;
         exe_rs2_en      <=     rs2_en   ;
         exe_rd_en       <=     rd_en    ;
         exe_rs1_idx     <=     rs1_idx  ;
         exe_rs2_idx     <=     rs2_idx  ;
         exe_rd_idx      <=     rd_idx   ;
         exe_csr_addr    <=     csr_addr ;
         exe_jal         <=     jal      ;
         exe_jalr        <=     jalr     ;
         exe_bjp         <=     bjp      ;
         exe_alu         <=     alu      ;
         exe_alui        <=     alui     ;
         exe_lui         <=     lui      ;
         exe_auipc       <=     auipc    ;
         exe_ls          <=     ls       ;
         exe_load        <=     load     ;
         exe_csr         <=     csr      ;
         exe_speci       <=     speci    ;
         exe_rs1_data    <=     rs1_data ;
         exe_rs2_data    <=     rs2_data ;
         exe_dec_info    <=     dec_info;
         exe_imm         <=     dec_imm     ;
    end
 end
endmodule
==> out/qor.tcl <==
set qor(crit_type) {flop to output pin}
set qor(number_of_top_level_pins) 426
set qor(dp_hpwl_um) 24600
set qor(numCtsBuffers) 27
set qor(tool_warnings) 27
set qor(ys_top_cells_by_area) {sky130_fd_sc_hd__dfrtp_1 73%, sky130_fd_sc_hd__nor3b_1 22%, sky130_fd_sc_hd__buf_6 3.6%}
set qor(buffer_ports.inserted) 425
set qor(synthesis.instances) 468
set qor(final.min_clock_period_ns) 1.42
set qor(final_max_slew_viol_count) 0
set qor(hold_path.startpoint) {b_flush}
set qor(postPlaceCellArea_um2) 12900
set qor(first_global_vias) 6424
set qor(numClockSinks) 211
set qor(cts-htree-levels) 1
set qor(top_flip_flop_cell_by_instance_count_after_synthesis) {sky130_fd_sc_hd__dfrtp_1}
set qor(critPathCaptureType) {output pin}
set qor(finalWirelength_um) 32100
set qor(max_cap_violations) 0
set qor(violations) {setup timing}
set qor(core.rowCount) 96
set qor(die_footprint_um2) 79500
set qor(vdd.ir_drop.worst_uv) 1140
set qor(synth_flops) 211
set qor(ys.warnings.count) 1
set qor(setup_viols_final) 211
set qor(finish.utilization_pct) 18.8
set qor(worst_path_dominant_cell_family) {flip-flops}
set qor(fmax_mhz) 705
set qor(vias_per_cell) 3.10
set qor(yosysCellCount) 468
set qor(postSynthSeqShare_pct) 72.9
set qor(path_buffers) 1
set qor(fin_total_pwr_uw) 21400
set qor(grt_setup_unrepaired) {true}
set qor(place_congestion) 0.860
set qor(synthDominantAreaCellType) {sky130_fd_sc_hd__dfrtp_1}
set qor(final_area_um2) 12800
set qor(setup_buffers_after_cts) 0
set qor(global_route.overflow_total) 0
set qor(run_status) {finished, violations left}
set qor(crit_path_cell_trace) {buf_2}
set qor(mappedNetlistArea_um2) 7240
set qor(antenna_found_initial) 14
set qor(synth.cells.most_frequent) {211 x sky130_fd_sc_hd__dfrtp_1, 211 x sky130_fd_sc_hd__nor3b_1, 23 x sky130_fd_sc_hd__buf_2, 23 x sky130_fd_sc_hd__buf_6}
set qor(synth-edff-count) 0
set qor(clock_tree.root_cell) {sky130_fd_sc_hd__clkbuf_16}
set qor(power_density_nw_per_um2) 1670
set qor(num_vias) 5738
set qor(fp-utilization_pct) 10.6
set qor(drt-pass1-iter-count) 4
set qor(yosysTopAreaCellShare_pct) 72.9
set qor(drt_drc_violations_left) 0
set qor(postSynth.asyncResetShare_pct) 100
set qor(core-area_um2) 68300
set qor(die-width_um) 282
set qor(slowest_stage) {sky130_fd_sc_hd__dfrtp_2}
set qor(layout-area-overhead-vs-synth_pct) 77.2
set qor(grt_start_max_net_pins) 46
set qor(hold_path.class) {input port to flop}
set qor(static_leakage_power_uw) 0.00591
set qor(avgSynthCellArea_um2) 15.5
set qor(ys_types) 4
set qor(routed_wire_length_per_instance_um) 17.4
set qor(synth-area-yosys_um2) 7240
set qor(worst_pin_slew_ns) 0.463
set qor(finalWorstSetupSlack_ns) -0.418
set qor(finalHoldViolCount) 0
set qor(cp_slowest_stage_delay_ns) 0.50
set qor(die_height_um) 282
set qor(drive_gt1_share_pct) 34.5
set qor(cts_buffer_depth) 3
set qor(clkSlewWorstSetupHoldPaths_ns) 0.06
set qor(critical_path_arrival_ns) 1.22
set qor(layout_worst_path_cycle_share_pct) 142
set qor(tritoncts) {done}
set qor(slew_headroom_pct) 69.0
set qor(dr.first_iter.drc_count) 157
set qor(worst_setup_path_startpoint) {exe_alu$_DFF_PN0_}
set qor(crit_path_start_kind) {flop}
set qor(gr-usage-all-layers_pct) 7.81
set qor(grt_first_pass_wirelength_um) 45100
set qor(count_of_antenna_violating_nets_left_after_detailed_routing) 0
set qor(critical_path.max_fanout) 1
set qor(required_ns) 0.80
==> layout make-up <==
| type | count | area, um2 |
|---|---|---|
| repair buffers | 496 | 3930 |
| clock buffers | 36 | 749 |
| fillers | 7401 | 55500 |
| flip-flops and latches | 211 | 5290 |
| well taps | 882 | 1100 |
| multi-input cells | 211 | 1590 |
| clock inverters | 11 | 170 |
| diodes | 1 | 2.50 |
==> cells by family (layout without fill, tap and decap cells) <==
group                  count (synthesis)  count (layout)  synth area share (%)
buffers and inverters                 46             543                  5.17
and+or+nand+nor                      211             211                  21.9
DFF                                  211             211                  72.9
other                                  0               1                     0
==> flip-flops by register name, indices dropped and copies added, names as in the netlist, 5 cells and up <==
name	flops
exe_rs2_idx	5
exe_rs2_data	32
exe_dec_info	10
exe_rs1_data	32
exe_inst	32
exe_rs1_idx	5
exe_rd_idx	5
exe_imm	32
exe_pc	32
exe_csr_addr	12
==> through the flow <==
stage	std cells	TNS, ns	setup WS (ns)	hold slack, ns
floorplan	468	0	0.290	-0.0956
global placement	1798	-8.21	-0.397	0.183
detailed placement	1798	-8.44	-0.389	0.174
CTS	1848	-60.79	-0.479	0.0278
global route	1847	-61.09	-0.478	0.0265
finish	1848	-47.79	-0.418	0.0429
==> timing repair <==
action | 4_1_cts | 5_1_grt
endpoints found under the setup margin | 211 | 254
hold buffers | 3 | 0
hold endpoints to repair | 216 | 0
gates cloned | 0 | 0
resized | 697 | 1
==> worst paths after layout <==
check	to	cells past startpoint
min	exe_csr_addr[11]$_DFF_PN0_	3
max	exe_alu	1
max in group asynchronous	exe_pc[8]$_DFF_PN0_	4
min in group asynchronous	exe_alu$_DFF_PN0_	3
==> layer usage <==
layer / share of wire, % / global-route usage, % / up-vias
li1: - / - / 2565
met1: 40 / 9.33 / 2737
met2: 42 / 11.8 / 368
met3: 15 / 4.81 / 52
met4: 2.8 / 1.78 / 16
met5: 0.35 / 0 / -
==> layout by cell type, fill, tap and decap left out <==
master and count:
sky130_fd_sc_hd__bufinv_16 4, sky130_fd_sc_hd__dfrtp_2 7, sky130_fd_sc_hd__nor3b_2 1, sky130_fd_sc_hd__clkinv_2 3, sky130_fd_sc_hd__dfrtp_1 204, sky130_fd_sc_hd__dlygate4sd3_1 2, sky130_fd_sc_hd__buf_4 56, sky130_fd_sc_hd__buf_8 1
sky130_fd_sc_hd__clkbuf_8 4, sky130_fd_sc_hd__buf_2 208, sky130_fd_sc_hd__clkinv_4 2, sky130_fd_sc_hd__nor3b_1 210, sky130_fd_sc_hd__clkbuf_1 5, sky130_fd_sc_hd__clkdlybuf4s50_1 211, sky130_fd_sc_hd__inv_6 2, sky130_fd_sc_hd__clkbuf_16 27
sky130_fd_sc_hd__buf_6 5, sky130_fd_sc_hd__buf_12 13, sky130_fd_sc_hd__diode_2 1
==> report_power, final <==
group / internal (uW) / switching, uW / total, uW / leakage, uW
Clock: 6270 / 3890 / 10200 / 0.000453
Combinational: 1390 / 853 / 2240 / 0.00263
Sequential: 8870 / 111 / 8980 / 0.00283
Total: 16500 / 4860 / 21400 / 0.00591
Power is estimated from default activity; no workload was simulated.
